==> flow/design.v <==
`timescale 1ns/1ns
module Add_Sub_10227115(a, b, sel, s, cout,clk);
    input [7:0] a,b;
    input sel,clk;
	wire [6:0] c;
    wire [7:0] b_tmp;
	wire cout_new;	
	wire [7:0] s_new;
	output reg cout;
    output reg[7:0] s;
    assign b_tmp[0] = b[0]^sel;
    assign b_tmp[1] = b[1]^sel;
    assign b_tmp[2] = b[2]^sel;
    assign b_tmp[3] = b[3]^sel;
	assign b_tmp[4] = b[4]^sel;
	assign b_tmp[5] = b[5]^sel;
	assign b_tmp[6] = b[6]^sel;
	assign b_tmp[7] = b[7]^sel;
    FA fa0(a[0], b_tmp[0], sel, c[0], s_new[0]);
    FA fa1(a[1], b_tmp[1], c[0], c[1], s_new[1]);
    FA fa2(a[2], b_tmp[2], c[1], c[2], s_new[2]);
	FA fa3(a[3], b_tmp[3], c[2], c[3], s_new[3]);
	FA fa4(a[4], b_tmp[4], c[3], c[4], s_new[4]);
	FA fa5(a[5], b_tmp[5], c[4], c[5], s_new[5]);
	FA fa6(a[6], b_tmp[6], c[5], c[6], s_new[6]);
    FA fa7(a[7], b_tmp[7], c[6], cout_new, s_new[7]);
	always @(posedge clk)
	begin
		s <= s_new;
		cout <= cout_new;
	end	
endmodule
module DownCounter(B,clk,rst);
output reg[7:0] B;
input clk,rst;
always @ (posedge clk or negedge rst)
begin
  if ( !rst )
    B <= 8'd255;
  else
    begin
	if ( B > 8'd0 )
	  B <= B - 8'd1;
	else
	  B <= B;
	end
end
endmodule
`timescale 1ns/1ns
module FA(a, b, c, cout, sum);
    input a, b, c;
    output cout, sum;
    wire tmp;
    assign tmp = a^b;
    assign sum = tmp^c;
    assign cout = (tmp&c)|(a&b);
endmodule
module UpCounter(A,clk,rst);
output reg[7:0] A;
input clk,rst;
always @ (posedge clk or negedge rst)
begin
  if ( !rst )
    A <= 8'd0;
  else
    begin
	if ( A < 8'd255)
	  A <= A + 8'd1;
	else
	  A <= A;
	end
end
endmodule
module mid_10227115_II(clk,rst,cout,s);
  input clk,rst;
  wire [7:0] A,B;
  wire [7:0] tmpA,tmpB;
  wire sel;
  output cout;
  output [7:0] s;
  UpCounter up(A,clk,rst);
  DownCounter down(B,clk,rst);
  Add_Sub_10227115 ad(tmpA,tmpB,sel,s,cout,clk);
  assign sel = A[7];
  assign tmpA = ( A < 8'd128 )? A:B;
  assign tmpB = ( A < 8'd128 )? B:A;
endmodule
==> flow/run.sh <==
#!/bin/bash
# OpenROAD 26Q1-2900-gdf79404cd8, Yosys 0.63+post, stock flow scripts
make -C /OpenROAD-flow-scripts/flow DESIGN_CONFIG=/design/flow/config.mk WORK_HOME=/design/flow/orfs finish
==> flow/config.mk <==
export PLATFORM = sky130hd
export DESIGN_NAME = mid_10227115_II
export DESIGN_NICKNAME = mid_10227115_II
export VERILOG_FILES = /design/flow/design.v
export SDC_FILE = /design/flow/constraint.sdc
export NUM_CORES = 4
export LEC_CHECK = 1
export CORE_AREA = 10 10 104 104
export DIE_AREA = 0 0 114 114
==> flow/constraint.sdc <==
current_design mid_10227115_II

set clk_period 3.0
set clk_io_pct 0.2

create_clock -name clk0 -period $clk_period [get_ports {clk}]

set non_clock_inputs [all_inputs -no_clocks]
set_input_delay [expr $clk_period * $clk_io_pct] -clock clk0 $non_clock_inputs
set_output_delay [expr $clk_period * $clk_io_pct] -clock clk0 [all_outputs]
==> Implementation_results.wiki <==
== Flow metrics ==
{| class="wikitable"
! Metric !! Value
|-
| Worst EP arrival || 3440 ps
|-
| Ranking of synthesized cells by area || sky130_fd_sc_hd__dfstp_2 (16%), sky130_fd_sc_hd__dfrtp_1 (15%), sky130_fd_sc_hd__dfxtp_1 (14%), sky130_fd_sc_hd__fa_1 (11%), sky130_fd_sc_hd__mux2i_1 (6.8%)
|-
| Fill cell instance count of the final layout || 964
|-
| Die X-Extent || 114 µm
|-
| Result of the run || finished with violations
|-
| Crit path largest cell delay || between 500 and 600 ps
|-
| Share of total power consumed by net switching || 0.192
|-
| P_sw || between 100 and 150 µW
|-
| Maxcap violations || 0
|-
| Antenna cells || 0
|-
| Master of the slowest instance on the critical path || sky130_fd_sc_hd__dfstp_2
|-
| Internal power summed over all cells || between 400 and 500 µW
|-
| Synthesis Warnings || 3
|-
| Number of global-route vias before repair || around 800
|-
| Non-filler cells in the finished layout || between 200 and 250
|-
| Worst path buffer plus inverter count || 1
|-
| Count of buffers inserted at the top-level ports || 10
|-
| Peak VDD IR || between 0.0001 and 0.00015 V
|-
| Maximum clock skew at final layout || 1.84 ps
|-
| Cell total in the yosys stat output || between 100 and 150
|-
| Count of unresolved DRC violations after routing || 0
|-
| Average via count per standard cell || between 3 and 4
|-
| Floorplan-stage core utilization || 0.152
|-
| Final WL || about 2.2 mm
|-
| Hold Path Class || flop to flop
|-
| Start-to-end type of the worst setup path || flop to flop
|-
| Cells along the critical path || o21ai_2 > fa_2 > fa_2 > fa_2 > fa_2 > fa_2 > fa_2 > inv_2 > fa_1
|-
| Final hold violation count || 0
|-
| Maximum number of pins on one net before global-route repair || 19
|-
| Number of buffers added by the clock tree synthesis step || 3
|-
| Cell with the most instances after synthesis || sky130_fd_sc_hd__inv_1
|-
| Placed Instances || 242
|-
| Hold_buf cts || 0
|-
| Initial DRC Count || 68
|-
| Cell repeated most along the worst path || sky130_fd_sc_hd__fa_2
|-
| Actual slew at the worst max-slew pin || ~760 ps
|-
| Core region area || between 8000 and 9000 µm²
|-
| CTS H-tree lvls || 1
|-
| Largest fanout on the critical path || 3
|-
| Comb power frac || 0.010
|-
| Data required, critical path || ~3100 ps
|-
| PnR worst setup slack || -296 ps
|-
| Insertion delay of the later-clocked pin in the worst-skew pair || 260 ps
|-
| Top-area cell type share of the netlist area || 0.159
|-
| GP Congestion || about 0.81
|-
| Sequential cell fraction of total power || 0.629
|-
| Initial antenna violation count || 0
|-
| Post-DRT Antenna Nets || 0
|-
| Post-route minimum period || around 3300 ps
|-
| Count of warning messages emitted by the tools || 29
|-
| Die Y-Extent || approximately 110 µm
|-
| Total global-route track usage || 0.0349
|-
| Layout cell share with drive strength beyond 1 || 0.268
|-
| Cell family with most CP delay || adder cells
|-
| Dominant register cell || sky130_fd_sc_hd__dfxtp_1
|-
| Vias || about 830
|-
| Final Max Tran Viols || 0
|-
| Detailed Routing Iterations Pass 1 || 3
|-
| Mean instance size in the synthesized netlist || around 11 µm²
|-
| Yosys synthesis chip area || around 1300 µm²
|-
| Grt ovf || 0
|-
| Share of synthesized registers carrying an async set or reset || 0.640
|-
| Leakage power total || around 0.7 nW
|-
| Final clock period utilization by the worst path || 1.10
|-
| Register bit total from synthesis || 25
|-
| Distinct lib cells || 32
|-
| Pwr per Cell Area || 322 nW/µm²
|-
| Commonest cells post-synth || sky130_fd_sc_hd__inv_1 (11), sky130_fd_sc_hd__nand2_1 (10), sky130_fd_sc_hd__nor2_1 (10)
|-
| Wire per inst || 9.06 µm
|-
| Biggest area consumer among synthesized cells || sky130_fd_sc_hd__dfstp_2
|-
| Detailed-placement wirelength estimate || between 1.5 and 2 mm
|-
| Worst slew margin relative to its limit || 0.490
|-
| Area of combinational cells with multiple inputs || 688 µm²
|-
| Violations in the final reports || setup timing
|-
| CTS tree || built
|-
| Max Fclk || around 300 MHz
|-
| Growth of design area from synthesis to finish || 25.4%
|-
| Global-route wire length before repair || roughly 3.8 mm
|-
| Setup TNS || -347 ps
|-
| Number of synthesized flops with an enable pin || 0
|-
| Maximum number of buffers from clock root to sink || 2
|-
| CTS Root Cell || sky130_fd_sc_hd__clkbuf_8
|-
| Die footprint || between 10,000 and 15,000 µm²
|-
| Sequential cell area || between 500 and 600 µm²
|-
| Sequential element share of the synthesized area || 0.448
|-
| Sinks on the clock net || 25
|-
| Sort of element at the end of the critical path || flop
|-
| Clock edge transition at the registers on the reported setup and hold paths || 80 ps
|-
| Number of rows created at floorplan || 34
|-
| Share of power burned in the clock network || 0.361
|-
| Number of instances in the synthesized netlist || roughly 120
|-
| RSZ-0062 raised after global routing || yes
|-
| Combined area of all synthesized cells || around 1300 µm²
|-
| Final setup fails || 2
|-
| IO Pins || 11
|-
| Startpoint types || flop
|}
[registers in the layout (all words and copies together) (netlist names)]
register and flops:
ad.s 8, down.B 8, ad.cout 1, up.A 8
[layer usage]
layer,global-route usage,share of wire
met5,0,0
met4,0.00167,0
met3,0.0138,0.058
met2,0.0516,0.45
met1,0.0495,0.50
[power by group through the flow]
stage	logic, mW	clock network, mW	registers [mW]
global route	0.00644	0.220	0.336
finish	0.00544	0.193	0.335
CTS	0.00599	0.206	0.335
[kinds of logic (layout without fill, tap and decap cells)]
family                   after synthesis  count (layout)  share of synthesized area
multiplexers                          14              14                      0.114
buffers and inverters                 16              32                     0.0493
flip-flops                            25              25                      0.448
AND-OR/OR-AND                         13              13                     0.0531
adder cells (fa/ha/maj)               10              10                      0.135
AND/OR/NAND/NOR                       38              38                      0.161
XOR/XNOR                               6               6                     0.0398
[repair_timing]
| action | 4_1_cts | 5_1_grt |
|---|---|---|
| setup endpoints to repair | 3 | 3 |
| hold endpoints to repair | 0 | 0 |
| pin swaps | 0 | 1 |
| resized | 2 | 0 |
| buffers inserted | 0 | 0 |
| cloned | 0 | 0 |
[per-stage QoR]
stage / utilization / power, mW / cell area (µm²) / setup slack (ps) / hold WS (ps)
final: 0.191 / 0.533 / 1650 / -296 / 513
after detailed placement: 0.185 / 0.348 / 1610 / -310 / 506
after CTS: 0.191 / 0.547 / 1650 / -298 / 515
after floorplan: - / 0.342 / 1370 / -311 / 304
after global routing: 0.191 / 0.562 / 1650 / -376 / 538
after global placement: 0.185 / 0.348 / 1610 / -282 / 517
[final timing paths]
kind,from,end,slack [ps],cells after the start
worst max register to register,down.B[1],ad.s[7],-300,9
min in group asynchronous,rst,up.A[6],780,1
worst min-delay path,up.A[6],up.A[6],510,1
worst min register to register,up.A[6],up.A[6],510,1
worst max-delay path,down.B[1],ad.s[7],-300,9
max in group asynchronous,rst,up.A[7],1690,1
[area by class of cell]
class                   count  share of cell area
multi-input cells          81               0.416
well taps                 108              0.0817
repair buffers             17              0.0923
clock buffers               4              0.0272
inverters                  11              0.0250
flip-flops and latches     25               0.358
[placed cells by master, fill, tap and decap left out, types with 2 or more instances in the layout]
| cell type | n |
|---|---|
| sky130_fd_sc_hd__a21oi_1 | 4 |
| sky130_fd_sc_hd__a31oi_1 | 2 |
| sky130_fd_sc_hd__and2_1 | 3 |
| sky130_fd_sc_hd__buf_4 | 7 |
| sky130_fd_sc_hd__clkbuf_8 | 3 |
| sky130_fd_sc_hd__clkdlybuf4s50_1 | 10 |
| sky130_fd_sc_hd__dfrtp_1 | 7 |
| sky130_fd_sc_hd__dfstp_2 | 8 |
| sky130_fd_sc_hd__dfxtp_1 | 9 |
| sky130_fd_sc_hd__fa_2 | 6 |
| sky130_fd_sc_hd__ha_1 | 3 |
| sky130_fd_sc_hd__inv_1 | 10 |
| sky130_fd_sc_hd__mux2_2 | 4 |
| sky130_fd_sc_hd__mux2i_1 | 8 |
| sky130_fd_sc_hd__nand2_1 | 9 |
| sky130_fd_sc_hd__nand3b_1 | 2 |
| sky130_fd_sc_hd__nor2_1 | 10 |
| sky130_fd_sc_hd__nor3_1 | 4 |
| sky130_fd_sc_hd__o21ai_0 | 5 |
| sky130_fd_sc_hd__xnor2_1 | 5 |
Power figures rest on the tool's default switching activity, not on a simulated workload.
