--- design/flow/run.sh ---
#!/bin/bash
# OpenROAD 26Q1-2900-gdf79404cd8, Yosys 0.63+post, stock flow scripts
make -C /OpenROAD-flow-scripts/flow DESIGN_CONFIG=/design/flow/config.mk WORK_HOME=/design/flow/orfs finish
--- design/flow/config.mk ---
export PLATFORM = sky130hd
export DESIGN_NAME = mid_10227115
export DESIGN_NICKNAME = mid_10227115
export VERILOG_FILES = /design/flow/design.v
export SDC_FILE = /design/flow/constraint.sdc
export NUM_CORES = 4
export LEC_CHECK = 1
export CORE_AREA = 10 10 114 114
export DIE_AREA = 0 0 124 124
--- design/flow/constraint.sdc ---
current_design mid_10227115

set clk_period 4.3
set clk_io_pct 0.2

create_clock -name clk0 -period $clk_period [get_ports {clk}]

set non_clock_inputs [all_inputs -no_clocks]
set_input_delay [expr $clk_period * $clk_io_pct] -clock clk0 $non_clock_inputs
set_output_delay [expr $clk_period * $clk_io_pct] -clock clk0 [all_outputs]
--- design/flow/design.v ---
`timescale 1ns/1ns
module Add_Sub_10227115(a, b, sel, s, cout,clk);
    input [7:0] a,b;
    input sel,clk;
	wire [6:0] c;
    wire [7:0] b_tmp;
	wire cout_new;	
	wire [7:0] s_new;
	output reg cout;
    output reg[7:0] s;
    assign b_tmp[0] = b[0]^sel;
    assign b_tmp[1] = b[1]^sel;
    assign b_tmp[2] = b[2]^sel;
    assign b_tmp[3] = b[3]^sel;
	assign b_tmp[4] = b[4]^sel;
	assign b_tmp[5] = b[5]^sel;
	assign b_tmp[6] = b[6]^sel;
	assign b_tmp[7] = b[7]^sel;
    FA fa0(a[0], b_tmp[0], sel, c[0], s_new[0]);
    FA fa1(a[1], b_tmp[1], c[0], c[1], s_new[1]);
    FA fa2(a[2], b_tmp[2], c[1], c[2], s_new[2]);
	FA fa3(a[3], b_tmp[3], c[2], c[3], s_new[3]);
	FA fa4(a[4], b_tmp[4], c[3], c[4], s_new[4]);
	FA fa5(a[5], b_tmp[5], c[4], c[5], s_new[5]);
	FA fa6(a[6], b_tmp[6], c[5], c[6], s_new[6]);
    FA fa7(a[7], b_tmp[7], c[6], cout_new, s_new[7]);
	always @(posedge clk)
	begin
		s <= s_new;
		cout <= cout_new;
	end	
endmodule
module DownCounter(B,clk,rst);
output reg[7:0] B;
input clk,rst;
always @ (posedge clk or negedge rst)
begin
  if ( !rst )
    B <= 8'd255;
  else
    begin
	if ( B > 8'd0 )
	  B <= B - 8'd1;
	else
	  B <= B;
	end
end
endmodule
`timescale 1ns/1ns
module FA(a, b, c, cout, sum);
    input a, b, c;
    output cout, sum;
    wire tmp;
    assign tmp = a^b;
    assign sum = tmp^c;
    assign cout = (tmp&c)|(a&b);
endmodule
module UpCounter(A,clk,rst);
output reg[7:0] A;
input clk,rst;
always @ (posedge clk or negedge rst)
begin
  if ( !rst )
    A <= 8'd0;
  else
    begin
	if ( A < 8'd255)
	  A <= A + 8'd1;
	else
	  A <= A;
	end
end
endmodule
module mid_10227115(clk,rst,cout,s);
  input clk,rst;
  wire [7:0] A,B;
  wire [7:0] tmpA,tmpB;
  wire sel;
  output cout;
  output [7:0] s;
  UpCounter up(A,clk,rst);
  DownCounter down(B,clk,rst);
  Add_Sub_10227115 ad(A,B,sel,s,cout,clk);
  assign sel = A[7];
endmodule
==> impl_metrics.json <==
{
  "outcome": "finished, final reports clean",
  "rr_worst_depth": 8,
  "cts.clk_slew.worst_paths_ns": 0.09,
  "p_leak_nw": 0.6172,
  "grt_pass1_wl_um": 3491,
  "cts_buffers": 3,
  "yosys_warnings": 3,
  "critPathLaunch": "up.A[7]",
  "power.share.clock": 0.379,
  "fillers": 1161,
  "die_w_um": 124,
  "post-synth-top-area-fraction": 0.1723,
  "required_ns": 4.46,
  "port_buffers": 10,
  "drc": 0,
  "common_cells": "inv_1 (14), dfxtp_1 (9), xnor2_1 (9), dfrtp_1 (8), dfstp_2 (8)",
  "syn_area_per_cell_sq_um": 10.99,
  "vias": 740,
  "r2r_end": "ad.s[6]",
  "min_period_over_period": 0.7801,
  "grt-ovfl-total": 0,
  "synth.most_common_cell": "inv_1",
  "holdBufCountCts": 0,
  "worst_pin_slew_ns": 0.7669,
  "power_frac_comb": 0.010,
  "crit_end": "ad.s[6]",
  "dp.final_hpwl_um": 1538,
  "cts_resized": 0,
  "min_period_ns": 3.354,
  "wl_per_cell_um": 8.058,
  "ys_cells": 111,
  "vias_per_cell": 2.879,
  "drtPass1Iterations": 4,
  "edf_count": 0,
  "fp-row-count": 37,
  "grt_pass1_vias": 739,
  "setup.reg_to_reg.worst_slack_ns": 0.95,
  "internal-power_uw": 301.0,
  "synth_area_sq_mm": 0.001220,
  "wirelength_um": 2071,
  "p_switching_uw": 82.09,
  "synthTopCellsByArea": "dfstp_2 (17%), dfrtp_1 (16%), dfxtp_1 (15%), fa_1 (9.8%), xnor2_1 (6.5%)",
  "cts_sinks": 25,
  "antenna_found_initial": 0,
  "rr_startpoint": "up.A[7]",
  "initial_core_util": 0.1171,
  "async_reset_ff_frac": 0.6400,
  "switching_share": 0.2143,
  "synth_flops": 25,
  "max_freq_ghz": 0.2981,
  "synth-main-ff-cell": "dfxtp_1",
  "warnings": 26,
  "clockBufferDepth": 2,
  "end_kind": "flop",
  "grt_max_degree": 17,
  "h-tree-depth": 1,
  "finClkSkew_ns": 0.003285,
  "synth.distinct_cells": 29,
  "hold_path_class": "reg2reg",
  "grt_usage": 0.02799,
  "die_area_sq_mm": 0.01538,
  "setup_tns_ns": 0,
  "p_seq_frac": 0.611,
  "crit_path_max_fanout": 12,
  "die-height_um": 124,
  "drt_iter0_drc": 44,
  "gp_congestion": 0.7408,
  "drv_slew": 0,
  "setup_violations": 0,
  "area_growth_pct": 24.20,
  "power_uw": 383.1,
  "vdd_drop_max_v": 0.0001119,
  "ant_nets": 0,
  "yosys.stat.seqShare": 0.4841,
  "diodes": 0,
  "drive_above_1_share": 0.1488,
  "power_density_mw_per_mm2": 252.9,
  "relSlewSlack": 0.4871,
  "io_pins": 11,
  "syn-instance-count": 111,
  "synth_top_cell_by_area": "dfstp_2",
  "clkLatencyLatePin_ns": 0.27,
  "yosys_area_sq_mm": 0.001220,
  "start_kind": "flop",
  "cts_tree": "built",
  "hold_viol_final": 0,
  "cap_violations": 0,
  "arrival_ns": 3.51,
  "cts_setup_buffers": 0,
  "crit_type": "reg2reg",
  "rsz0062_at_grt": "no",
  "core_area_sq_mm": 0.01042,
  "ctsRootBufferMaster": "clkbuf_8"
}
==> worst min path at each step <==
stage | startpoint | end | slack (ns) | cells past startpoint
CTS | down.B[5] | down.B[5] | 0.53 | 2
global route | down.B[5] | down.B[5] | 0.55 | 2
finish | down.B[3] | down.B[3] | 0.52 | 2
==> power by group through the flow <==
stage | Sequential, mW | Clock, mW | Combinational [mW]
CTS | 0.234 | 0.155 | 0.00396
finish | 0.234 | 0.145 | 0.00382
global route | 0.234 | 0.161 | 0.00426
==> routing by layer <==
metal | share of wire | track usage
met4 | 0.0058 | 0.002878
met1 | 0.53 | 0.04395
met2 | 0.34 | 0.03377
met3 | 0.12 | 0.01423
met5 | 0 | 0
==> critical path, cell delays in order, from the launching register on <==
cell     delay (ns)
dfrtp_1        0.61
xnor2_1        0.16
fa_1           0.44
fa_1           0.40
fa_1           0.40
fa_1           0.40
fa_1           0.37
inv_1          0.07
fa_1           0.39
==> cell type report <==
class,instances,area [sq um],area share
Sequential cell,25,590.6,0.3898
Multi-Input combinational cell,68,554.3,0.3658
Tap cell,136,170.2,0.1123
Timing Repair Buffer,10,100.1,0.06606
Inverter,14,52.55,0.03468
Clock buffer,3,41.29,0.02725
Clock inverter,1,6.256,0.004129
==> cell families (layout without fill, tap and decap cells) <==
kind of cell    count (synthesis)  after routing  synth area share
simple gates                   28             28            0.1220
xor+xnor                       12             12           0.08616
mux                             7              7           0.06256
buf+inv                        18             28           0.06154
fa+ha+maj                       9              9            0.1292
compound gates                 12             12           0.05436
flops                          25             25            0.4841
==> through the flow <==
step	util	hold slack [ns]	area [sq um]	worst slack, ns	std cells
CTS	0.1455	0.5255	1515	0.9430	257
finish	0.1455	0.5246	1515	0.9455	257
floorplan	-	0.4838	1220	0.9634	111
global placement	0.1409	0.5012	1468	0.9993	253
global route	0.1455	0.5475	1515	0.7680	257
detailed placement	0.1409	0.5096	1468	0.9674	253
==> sequential cells by signal, summed over array words and instances (netlist names) <==
| register | flops |
|---|---|
| down.B | 8 |
| ad.s | 8 |
| up.A | 8 |
| ad.cout | 1 |
==> cells in the final DEF (no fill, tap or decap), types with 5 or more instances in the layout <==
master / instances
clkdlybuf4s50_1: 10
nor2_1: 7
fa_1: 6
dfrtp_1: 8
dfxtp_1: 9
a21oi_1: 7
xnor2_1: 9
dfstp_2: 8
mux2_2: 5
inv_1: 14
nand2_1: 6
Power is estimated from default activity; no workload was simulated.
